$ cat design/flow/config.mk
export PLATFORM = sky130hd
export DESIGN_NAME = sat_filter
export DESIGN_NICKNAME = sat_filter
export VERILOG_FILES = /design/flow/design.v
export SDC_FILE = /design/flow/constraint.sdc
export NUM_CORES = 4
export LEC_CHECK = 1
export CORE_AREA = 10 10 70 70
export DIE_AREA = 0 0 80 80
$ cat design/flow/constraint.sdc
current_design sat_filter

set clk_period 1.0
set clk_io_pct 0.2

create_clock -name clk0 -period $clk_period [get_ports {clk}]

set non_clock_inputs [all_inputs -no_clocks]
set_input_delay [expr $clk_period * $clk_io_pct] -clock clk0 $non_clock_inputs
set_output_delay [expr $clk_period * $clk_io_pct] -clock clk0 [all_outputs]
$ cat design/flow/design.v
typedef struct packed {
  logic [28:0]  unused;
  logic [1:0]   mode;
  logic en;
} ctrl_reg_t;
typedef struct packed {
  logic [7:0]   cif;
} dprio_reg_t;
typedef enum {
  STATES_IDLE,
  STATES_ACCESS
} states_t;
typedef enum {
  SORTER_IDLE,
  SORTER_CLEAR,
  SORTER_SORT
} sorter_states_t;
parameter MEM_ARBITER_CTRL_REG_ADDR       = 32'h0000_0000;
parameter MEM_ARBITER_DPRIO_REG_BASE_ADDR = 32'h0000_0004;
module sat_filter #(
    parameter THRESHOLD = 8,    
    parameter DATA_W = 4        
  )
  (
    input   logic               clk,
    input   logic               rst,
    input   logic [DATA_W-1:0]  in_data,     
    input   logic               in_valid,    
    output  logic               ovf,         
    output  logic               out_valid,   
    output  logic [DATA_W-1:0]  out_data     
  );
  localparam threshold_val = THRESHOLD;
  initial
  begin
    $dumpfile ("sim_build/sat_filter_waves.vcd");
    $dumpvars (0, sat_filter);
  end
  always_ff @(posedge clk, posedge rst) begin
    if (rst === 1'b1) begin
      ovf <= 'b0;
      out_valid <= 'b0;
      out_data <= 'b0;
    end
    else begin
      if (in_valid === 1'b1) begin
        out_valid <= 'b1;
        if (in_data > threshold_val) begin
          out_data <= threshold_val;
          ovf <= 'b1;
        end
        else begin  
          out_data <= in_data;
          ovf <= 'b0;
        end
      end
      else begin
        out_valid <= 'b0;
        out_data <= 'b0;
        ovf <= 'b0;
      end
    end
  end
endmodule
$ cat design/flow/run.sh
#!/bin/bash
# OpenROAD 26Q1-2900-gdf79404cd8, Yosys 0.63+post, stock flow scripts
make -C /OpenROAD-flow-scripts/flow DESIGN_CONFIG=/design/flow/config.mk WORK_HOME=/design/flow/orfs finish
==> notes.md <==
impl run done, here's what came out: outcome=complete, no violations, Post-synth seq share=0.759, largest cells by area after synthesis=dfrtp_1 (76%), and3b_1 (8.9%), and3b_2 (5.1%), Internal=roughly 0.00042 W, Leak Pwr=roughly 0.18 nW, Area Growth Syn to Fin=86.1%, Die Ht=80 um, total die area=0.00640 mm2, Worst Path Required=about 0.80 ns, period utilization=0.911, Worst-path clk slew=0.04 ns, Die Width=80 um, Clock Sinks=6, number of global-route vias before repair=178, CP Data Arrival Time=0.71 ns, switching power=roughly 0.00010 W, Vias=between 150 and 200, number of OpenROAD warnings=26, overall routing resource usage=0.0195, fillcell total=403, yosys stat area=between 150 and 200 um2, Registers, synthesis=6, number of antenna violations at the first check in global routing=0, Fin Setup TNS=0 ns, first-pass GRT wire length=938 um, crit end category=output pin, Flop pwr share=0.489, post-DR vias/cell=a little over 2, first-iteration detailed-routing DRC count=1, Combinational Power Share=0.100, crit-path leading delay family=flip-flops, maximum clock frequency=approximately 1.1 GHz, detailed-router iteration count before antenna repair=2, power share of the clock group=0.411, FF+latch area=about 150 um2, Syn Inst Count=12, PwrDens=approximately 1400 mW/mm2, syn avg cell area=16.5 um2, layout cells sized above 1=0.370, I/O Buffers=12, Cell variety after synth=6, gpl congestion=0.742, synthesized area=198 um2, # Cells Yosys=12, Multi-input gate area=43.8 um2, Core Util, Final=0.108, CORE AREA=0.00342 mm2, setup violators final=0, per-cell routed wire length=8.19 um, CTS Buf Count=3, Tightest Pin Transition=0.214 ns, Slew Viols, Final=0, RSZ-0062 raised after global routing=no, most frequent cells in the layout=clkdlybuf4s50_1 (6), dfrtp_1 (6), clkbuf_2 (4), CP max FO=1, Synth area leader=dfrtp_1, CTS tree=yes, number of routed nets with antenna violations=0, Remaining DRCs=0, Starting Density=0.0579, Max stage delay on crit path=0.35 ns, fin crit period=0.911 ns, Final Hold Violation Tally=0, row cnt=21, crit path kind=register to output pin, H-tree levels=1, CP cell instances=buf_2, CTS max path bufs=2, Setup Fix Bufs, Post-CTS=0, Rel. slew slack=0.857, CP Buf/Inv Count=1, CP Launch Type=register, Ports=13, Layout Cells excl Fill=roughly 73, Ys Warns=3, largest net degree at the start of global routing=7, CP max-delay cell=dfrtp_1, final WL=598 um, HP Class=primary input to async pin, switching power share of the total=0.194, Top cell area share=0.759, VDD IR max=0.535 mV, dpl cells=around 70, antenna fix cells=0, total of max-cap violations=0, clock root cell=clkbuf_4, grt total ovfl=0
==> power groups by stage <==
stage	Clock [W]	Sequential (W)	Combinational [W]
6_report	0.000216	0.000257	0.0000526
5_1_grt	0.000239	0.000258	0.0000594
4_1_cts	0.000229	0.000257	0.0000578
==> state kept, by name, indices dropped and copies added, names as in the netlist <==
| signal | count |
|---|---|
| ovf | 1 |
| out_valid | 1 |
| out_data | 4 |
==> repair_timing <==
item / 4_1_cts / 5_1_grt
setup endpoints to repair: 6 / 4
resized: 16 / 4
cloned: 0 / 0
hold buffers: 0 / 0
==> routing by layer <==
layer | GRT usage | up-vias | wire length [um]
met5 | 0 | - | 0
met4 | 0.00704 | 0 | 9
met3 | 0.0205 | 2 | 93
met1 | 0.0269 | 66 | 352
met2 | 0.0177 | 12 | 142
li1 | - | 71 | -
==> layout make-up <==
| type | count | share of cell area |
|---|---|---|
| flip-flops and latches | 6 | 0.408 |
| repair buffers | 12 | 0.245 |
| well taps | 46 | 0.156 |
| multi-input cells | 5 | 0.119 |
| clock buffers | 3 | 0.0612 |
| inverters | 1 | 0.0102 |
==> cell usage after synthesis (all sizes together) <==
cell / n
and2: 1
and3b: 3
dfrtp: 6
inv: 1
o311a: 1
==> logic make-up after synthesis <==
| logic type | count (synthesis) | synth area share |
|---|---|---|
| AOI/OAI and AO/OA | 1 | 0.0506 |
| buffers and inverters | 1 | 0.0190 |
| DFF | 6 | 0.759 |
| and+or+nand+nor | 4 | 0.171 |
==> per-stage QoR <==
| step | setup WS (ns) | cell area [um2] | hold slack [ns] | total power [W] |
|---|---|---|---|---|
| floorplan | 0.359 | 198 | -0.00904 | 0.000269 |
| global placement | -0.0754 | 375 | 0.424 | 0.000324 |
| detailed placement | -0.0864 | 375 | 0.426 | 0.000326 |
| CTS | -0.00888 | 388 | 0.171 | 0.000544 |
| global route | 0.0612 | 368 | 0.202 | 0.000557 |
| finish | 0.0886 | 368 | 0.174 | 0.000526 |
==> worst paths after layout <==
path	start	endpoint	slack (ns)	cells past startpoint
worst min-delay path	rst	ovf	0.17	2
worst max-delay path	out_data[2]	out_data[2]	0.09	1
max in group asynchronous	rst	out_data[0]	0.64	2
min in group clk0	in_valid	out_valid	0.52	1
Power and IR drop assume default switching activity.
