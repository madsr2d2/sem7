[/design/flow/run.sh]
#!/bin/bash
# OpenROAD 26Q1-2900-gdf79404cd8, Yosys 0.63+post, stock flow scripts
make -C /OpenROAD-flow-scripts/flow DESIGN_CONFIG=/design/flow/config.mk WORK_HOME=/design/flow/orfs finish
[/design/flow/config.mk]
export PLATFORM = sky130hd
export DESIGN_NAME = single_sort
export DESIGN_NICKNAME = single_sort
export VERILOG_FILES = /design/flow/design.v
export SDC_FILE = /design/flow/constraint.sdc
export NUM_CORES = 4
export LEC_CHECK = 1
export CORE_AREA = 10 10 82 82
export DIE_AREA = 0 0 92 92
[/design/flow/constraint.sdc]
current_design single_sort

set clk_period 4.1
set clk_io_pct 0.2

create_clock -name clk0 -period $clk_period [get_ports {clk}]

set non_clock_inputs [all_inputs -no_clocks]
set_input_delay [expr $clk_period * $clk_io_pct] -clock clk0 $non_clock_inputs
set_output_delay [expr $clk_period * $clk_io_pct] -clock clk0 [all_outputs]
[/design/flow/design.v]
typedef struct packed {
  logic [28:0]  unused;
  logic [1:0]   mode;
  logic en;
} ctrl_reg_t;
typedef struct packed {
  logic [7:0]   cif;
} dprio_reg_t;
typedef enum {
  STATES_IDLE,
  STATES_ACCESS
} states_t;
typedef enum {
  SORTER_IDLE,
  SORTER_CLEAR,
  SORTER_SORT
} sorter_states_t;
parameter MEM_ARBITER_CTRL_REG_ADDR       = 32'h0000_0000;
parameter MEM_ARBITER_DPRIO_REG_BASE_ADDR = 32'h0000_0004;
module single_sort #(
  parameter CLIENTS_BWIDTH_P = 2     
)
(
  input   logic                         clk,
  input   logic                         rst,
  input   logic                         enable,
  input   logic                         clr,
  input   logic [7:0]                   new_val,
  input   logic [CLIENTS_BWIDTH_P-1:0]  new_client,
  input   logic [7:0]                   prev_val,
  input   logic [CLIENTS_BWIDTH_P-1:0]  prev_client,
  output  logic [7:0]                   current_val,
  output  logic [CLIENTS_BWIDTH_P-1:0]  current_client
);
  always_ff @( posedge clk, posedge rst ) begin
    if (rst) begin
      current_val         <= '0;
      current_client      <= '0;
    end else if (clr == 1'b1) begin
      current_val         <= '0;
      current_client      <= '0;
    end else begin
      if (enable == 1'b1) begin
        if ( new_val > current_val ) begin  
          if (new_val > prev_val) begin     
            current_val     <= prev_val;    
            current_client  <= prev_client;
          end else begin                     
            current_val     <= new_val;      
            current_client  <= new_client;
          end
        end
      end
    end
  end
endmodule
==> GITHUB_STEP_SUMMARY <==
### Flow metrics

| Metric | Value |
|---|---|
| PnR worst setup slack | 1093 ps |
| Initial antenna violation count | 0 |
| Area growth from synthesis to layout | 39.07% |
| Row count | 26 |
| Total number of vias | 989 |
| Clk latency of the worst-skew pair | approximately 230 ps |
| RSZ-0062 raised after global routing | false |
| Filler cell count | 555 |
| Cells after Synth | roughly 120 |
| Commonest Layout Cell | clkdlybuf4s50_1 |
| Post-CTS Setup Inserts | 0 |
| Crit-path max FO | 11 |
| Area share, top type | 23.26% |
| Mapped Area | between 1000 and 1500 µm² |
| Total power | 0.4163 mW |
| Final WL | a little under 3000 µm |
| Port Buffer Count | 33 |
| Final max-slew violation count | 0 |
| Basic Gates by Area | 16.86% |
| CTS buffer count | 3 |
| Final hold violations | 0 |
| Clock sinks | 10 |
| Die ar. | 8464 µm² |
| Core Density at Floorplan | a little over a fifth |
| Period minus WS final | 3007 ps |
| Tool warnings | 25 |
| Slowest-stage cell, CP | clkdlybuf4s50_1 |
| Pre-CTS setup slack | 880.5 ps |
| Power Density | 278.2 nW/µm² |
| MI comb area | ~720 µm² |
| ANT nets after route | 0 |
| Highest cell delay on the worst timing path | 480 ps |
| Worst Setup End Kind | flip-flop |
| Leading area contributor after synthesis | dfrtp_1 |
| Vias per cell | 4.558 |
| Largest net degree at the start of global routing | 12 |
| Yosys chip area | roughly 1100 µm² |
| Htree depth | 1 |
| Die X | approximately 92 µm |
| Area fraction in compound gates | between 30 and 40% |
| CTS resizes | 0 |
| Top non-seq family | AND-OR/OR-AND gates |
| Die Height | 92 µm |
| Post-DP HPWL | 2612 µm |
| Clock Skews | 1.206 ps |
| Number of global-route vias before repair | 1,032 |
| Initial drt markers | 33 |
| Seq. cell area | 250.2 µm² |
| Top delay family on crit path | simple AND/OR/NAND/NOR gates |
| Post-synth seq share | 23.26% |
| Peak Freq | 332.5 MHz |
| Total negative slack | 0 ps |
| Leak | 0.5953 nW |
| Clk buf depth | 2 |
| CP cell instances | clkdlybuf4s50_1 -> ha_1 -> nand4_1 -> or3b_1 -> a21oi_2 -> or2_2 -> a311oi_2 |
| # Max-Cap Violations | 0 |
| Synth cell types | 27 |
| Crit path DRT | 4180 ps |
| CTS tree | built |
| Outcome | finished, final reports clean |
| Ys cells | between 100 and 150 |
| Mux share of post-synthesis cell area | 0% |
| Ratio of cells with drive above 1 in the final layout | 16.33% |
| # hold bufs at CTS | 0 |
| First-pass GRT wire length | 5092 µm |
| Count of final setup violators | 0 |
| Max VDD drop | 112.9 µV |
| WL/cell | 13.75 µm |
| Slew headroom | between 60% and 70% |
| Syn_area_per_cell | about 9.3 µm² |
| CP arrival | a little over 3000 ps |
| Top cells, area | dfrtp_1 (23%), ha_1 (19%), a311oi_2 (14%), inv_1 (5.9%), nand3_1 (5.1%) |
| Hold slack | 666.6 ps |
| CORE AREA | a little over 5000 µm² |
| Most frequent cells in the layout | clkdlybuf4s50_1 (33), inv_1 (17), ha_1 (16) |
| GR Overflow Total | 0 |
| Synth Warn # | 1 |
| CP Launch Type | input port |
| Total GRT Usage | about 7% |
| XORs/XNORs by Area | 0% |
| IO Count | 34 |
| Reg clk slew, reported paths | 40 ps |
| #FFs+latches synth | 10 |
| Tightest Pin Transition | 572.7 ps |
| Cycle use final | 73.35% |
| Pre-antenna DRT Iters | 4 |
| Adders+Majority by Area | 18.60% |
| HP Class | flip-flop to flip-flop |
| Worst path bufs/invs | 1 |
| Crit Path Category | input port to flip-flop |
| # diodes | 0 |
| DRC viols | 0 |
| RD Place Congestion | a little under 0.9 |
| Root Driver | clkbuf_8 |
-- tightest hold or removal path, delay by kind of cell (launching register included) --
family	cells	cell delay (ps)
compound gates	1	220
simple gates	1	60
flops	1	340
-- path summary, 6_finish.rpt --
| path | start | endpoint | slack [ps] | cells after the start |
|---|---|---|---|---|
| hold reg to reg | current_client[1]$_DFFE_PP0P_ | current_client[1]$_DFFE_PP0P_ | 670 | 2 |
| setup / recovery | new_val[3] | current_val[0]$_DFFE_PP0P_ | 1090 | 7 |
| max in group asynchronous | rst | current_val[5]$_DFFE_PP0P_ | 2970 | 2 |
| hold / removal | current_client[1]$_DFFE_PP0P_ | current_client[1]$_DFFE_PP0P_ | 670 | 2 |
| setup reg to reg | current_val[3]$_DFFE_PP0P_ | current_val[0]$_DFFE_PP0P_ | 1800 | 7 |
| min in group asynchronous | rst | current_val[1]$_DFFE_PP0P_ | 870 | 2 |
-- Yosys cell counts --
cell and n:
o211ai_1 1, nor2_2 1, ha_1 16, a21oi_2 2
a21o_1 2, a311oi_2 10, nor3_1 10, clkbuf_2 1
o21ai_2 1, nand4_1 4, or3b_1 1, o31ai_4 1
o211a_4 1, nor2b_1 1, buf_1 1, a21oi_1 4
dfrtp_1 10, buf_6 2, nor2b_4 1, o21ai_0 11
buf_4 2, or2_2 2, o211ai_2 1, o31a_1 1
inv_1 17, nand3_1 11, nand2_1 1
-- layout make-up --
class / instances / area share (%)
flip-flops and latches: 10 / 16.72
repair buffers: 34 / 22.58
clock buffers: 3 / 2.759
multi-input cells: 83 / 47.83
well taps: 70 / 5.853
inverters: 17 / 4.264
-- cells by family (layout without fill, tap and decap cells) --
kind of cell / after synthesis / in the layout
and+or+nand+nor: 32 / 32
AOI/OAI and AO/OA: 35 / 35
DFF: 10 / 10
buffers and inverters: 23 / 54
adders and majority gates: 16 / 16
-- metrics by stage --
step	std cells	utilization (%)	area (µm²)
2_1_floorplan	116	-	1076
3_3_place_gp	214	28.67	1455
3_5_place_dp	214	28.67	1455
4_1_cts	217	29.49	1496
5_1_grt	217	29.49	1496
6_report	217	29.49	1496
-- flip-flops by register name (all words and copies together), names as in the netlist --
| name | flops |
|---|---|
| current_val | 8 |
| current_client | 2 |
-- power breakdown --
part           switching, mW  internal [mW]  total, mW
clock                 0.0323         0.0637     0.0960
combinational         0.0907          0.103      0.194
sequential            0.0130          0.114      0.127
-- per-layer routing --
layer	GRT usage [%]	wire, µm
met1	9.059	1260
met2	11.65	1471
met3	2.306	211
met5	0	0
met4	1.414	40
Power is estimated from default activity; no workload was simulated.
