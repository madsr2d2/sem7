==> /design/flow/design.v <==
typedef struct packed {
  logic [28:0]  unused;
  logic [1:0]   mode;
  logic en;
} ctrl_reg_t;
typedef struct packed {
  logic [7:0]   cif;
} dprio_reg_t;
typedef enum {
  STATES_IDLE,
  STATES_ACCESS
} states_t;
typedef enum {
  SORTER_IDLE,
  SORTER_CLEAR,
  SORTER_SORT
} sorter_states_t;
parameter MEM_ARBITER_CTRL_REG_ADDR       = 32'h0000_0000;
parameter MEM_ARBITER_DPRIO_REG_BASE_ADDR = 32'h0000_0004;
module apb_ctrl #(
  parameter MEM_ARB_CLIENTS_P = 3  
)
(
  input logic clk,
  input logic rst,
  input   logic          conf_wr,
  input   logic          conf_sel,
  input   logic          conf_enable,
  input   logic [32-1:0] conf_addr,
  input   logic [32-1:0] conf_wdata,
  input   logic [ 4-1:0] conf_strb,
  output  logic [32-1:0] conf_rdata,
  output  logic          conf_ready,
  output  logic          conf_slverr,
  output ctrl_reg_t ctrl,
  output dprio_reg_t dprio0,
  output dprio_reg_t dprio1,
  output dprio_reg_t dprio2,
  output dprio_reg_t dprio3,
  output logic [((((MEM_ARB_CLIENTS_P-1)/4)+1)*4)-1:0] dprio_wstrb
);
  localparam NUM_DPRIO_32b_REG_P = ((MEM_ARB_CLIENTS_P-1)/4)+1;
  localparam NUM_DPRIO_CLIENTS_MULTIPLE_OF_FOUR = NUM_DPRIO_32b_REG_P*4;
  states_t apb_state;
  ctrl_reg_t  next_ctrl;
  dprio_reg_t next_dprio [NUM_DPRIO_CLIENTS_MULTIPLE_OF_FOUR];
  logic [31:0]                                   next_rdata, rdata;
  logic                                          next_ready, next_slverr;
  logic [NUM_DPRIO_CLIENTS_MULTIPLE_OF_FOUR-1:0] next_dprio_wstrb;
  dprio_reg_t dprio [((((MEM_ARB_CLIENTS_P-1)/4)+1)*4)];
  assign dprio0 = dprio[0];
  assign dprio1 = dprio[1];
  assign dprio2 = dprio[2];
  assign dprio3 = dprio[3];
  always_ff @ (posedge clk, posedge rst) begin
    if (rst) begin
      ctrl          <= '0;
      for (int i = 0; i < NUM_DPRIO_CLIENTS_MULTIPLE_OF_FOUR; i++) begin
        dprio[i]    <= '0;
      end
      dprio_wstrb   <= '0;
    end else begin
      ctrl          <= next_ctrl;
      dprio[0]      <= next_dprio[0];
      dprio[1]      <= next_dprio[1];
      dprio[2]      <= next_dprio[2];
      dprio[3]      <= next_dprio[3];
      dprio_wstrb   <= next_dprio_wstrb;
    end
  end
  always_ff @ (posedge clk, posedge rst) begin
    if (rst) begin
      conf_ready    <= 0;
      conf_rdata    <= 0;
      conf_slverr   <= 0;
    end else begin
      conf_ready    <= next_ready;
      conf_rdata    <= next_rdata;
      conf_slverr   <= next_slverr;
    end
  end
  always_ff @ (posedge clk, posedge rst) begin
    if (rst) begin
      apb_state             <= STATES_IDLE;
    end else begin
      case (apb_state)
        STATES_IDLE: begin
          if (conf_sel) begin         
            apb_state       <= STATES_ACCESS;
          end
        end
        STATES_ACCESS:  apb_state  <= STATES_IDLE;   
        default: apb_state  <= STATES_IDLE;
      endcase
    end
  end
  always_comb begin
    next_rdata        = conf_rdata;
    next_ready        = 0;
    next_slverr       = 0;
    next_dprio[0]     = dprio[0];
    next_dprio[1]     = dprio[1];
    next_dprio[2]     = dprio[2];
    next_dprio[3]     = dprio[3];
    next_ctrl         = ctrl;
    next_dprio_wstrb  = 0;
    case (apb_state)
      STATES_IDLE: begin
        next_rdata    = 0;
        next_slverr   = 0;
        if (conf_sel) begin      
          next_ready  = 1;       
          if (conf_wr) begin     
            if (conf_addr == MEM_ARBITER_CTRL_REG_ADDR) begin
              next_ctrl[ 7: 0]  = (conf_strb[0] == 1'b1 ) ? conf_wdata[ 7: 0] : ctrl[ 7: 0];
              next_ctrl[15: 8]  = (conf_strb[1] == 1'b1 ) ? conf_wdata[15: 8] : ctrl[15: 8];
              next_ctrl[23:16]  = (conf_strb[2] == 1'b1 ) ? conf_wdata[23:16] : ctrl[23:16];
              next_ctrl[31:24]  = (conf_strb[3] == 1'b1 ) ? conf_wdata[31:24] : ctrl[31:24];
            end
            for (int i = 0; i < NUM_DPRIO_32b_REG_P; i++) begin
              if (conf_addr == (MEM_ARBITER_DPRIO_REG_BASE_ADDR +4*i)) begin
                next_dprio[i]   = (conf_strb[0] == 1'b1 ) ? conf_wdata[ 7: 0] : dprio[i];
                next_dprio[i+1] = (conf_strb[1] == 1'b1 ) ? conf_wdata[15: 8] : dprio[i+1];
                next_dprio[i+2] = (conf_strb[2] == 1'b1 ) ? conf_wdata[23:16] : dprio[i+2];
                next_dprio[i+3] = (conf_strb[3] == 1'b1 ) ? conf_wdata[31:24] : dprio[i+3];
                next_dprio_wstrb[4*i +: 4] = conf_strb;
              end
            end
          end else begin       
            if (conf_addr == MEM_ARBITER_CTRL_REG_ADDR) begin
              next_rdata    = ctrl;     
            end
            for (int i = 0; i < NUM_DPRIO_32b_REG_P; i++) begin
              if (conf_addr == (MEM_ARBITER_DPRIO_REG_BASE_ADDR + 4*i)) begin
                next_rdata  = { dprio[i+3], dprio[i+2], dprio[i+1], dprio[i] };    
              end
            end
          end  
        end  
      end
      STATES_ACCESS: begin
        ;          
      end
      default: ;   
    endcase        
  end
endmodule
==> /design/flow/run.sh <==
#!/bin/bash
# OpenROAD 26Q1-2900-gdf79404cd8, Yosys 0.63+post, stock flow scripts
make -C /OpenROAD-flow-scripts/flow DESIGN_CONFIG=/design/flow/config.mk WORK_HOME=/design/flow/orfs finish
==> /design/flow/config.mk <==
export PLATFORM = sky130hd
export DESIGN_NAME = apb_ctrl
export DESIGN_NICKNAME = apb_ctrl
export VERILOG_FILES = /design/flow/design.v
export SDC_FILE = /design/flow/constraint.sdc
export NUM_CORES = 4
export LEC_CHECK = 1
export CORE_UTILIZATION = 50
==> /design/flow/constraint.sdc <==
current_design apb_ctrl

set clk_period 3.5
set clk_io_pct 0.2

create_clock -name clk0 -period $clk_period [get_ports {clk}]

set non_clock_inputs [all_inputs -no_clocks]
set_input_delay [expr $clk_period * $clk_io_pct] -clock clk0 $non_clock_inputs
set_output_delay [expr $clk_period * $clk_io_pct] -clock clk0 [all_outputs]
==> reports/results.ini <==
[synth]
flop_cell=dfrtp_1
yosys.area.top_type=dfrtp_1
edf_count=0
ys_seq_elements=74
synth.area.top_cells=dfrtp_1 57%, mux2_2 13%, a22o_1 7.6%
ys_seq_share_pct=57.58
syn-cell-area_um2=3218
mux_share_pct=13.84
common_cells=73 x dfrtp_1, 36 x mux2_2, 29 x buf_4, 28 x a22o_1
avgSynthCellArea_um2=14.63
ys_warn_count=1
top_cell_area_share_pct=56.77
ys_types=24
ys_sh_aoi_pct=8.709
ys_cells=220
synth-adder-area-share_pct=0
synth.comb.largest_family=multiplexers
most_common_cell=dfrtp_1
synthArstFlopShare_pct=100.0
ys_area_um2=3218
xor_area_share_pct=0
ys_sh_simple_pct=11.12
syn_inst=220

[hold_path]
hp-start=apb_state[1]
hold_end=apb_state[0]
hp-class=flop to flop
holdPathStages=1

[critical_path]
r2r-start=apb_state[0]
cp_slowest_cell=nor3_4
critical_path_buf_inv_count=1
r2r_end=ctrl[20]
cp_top_family=simple AND/OR/NAND/NOR gates
crit_path_cell_trace=clkdlybuf4s50_1 -> nor4_2 -> nand4_4 -> nor3_4 -> mux2_2
critPathKind=primary input to flop
crit_fanout=10
worstPathRequired_ns=3.72
max_stage_delay_ns=0.51
critPathArrivalTime_ns=2.71
reg2reg_depth=4
r2r_setup_slack_ns=1.53
crit_path_end_kind=flop
startpoint_type=primary input

[placed_design]
dpl_cell_area_um2=4631
place_congestion=0.7548
hpwl_um=5239
dpl.cell_count=434
port_buffers=144

[grt]
grt_start_max_net_pins=48
overflow=0
antenna_found_initial=0
grt_first_pass_wirelength_um=11000
grt_pass1_vias=2161
track_usage_pct=23.47

[clock_network]
cts_setup_buffers=0
cts.repair.resized=0
cts-root-buf=clkbuf_8
clock_path_buffers=2
cts_tree=yes
holdBufCountCts=0
clk_pin_slew_worst_paths_ns=0.07
numClockSinks=74
insertion_delay_ns=0.34
cts.htree.levels=3
cts_buffers=9

[die]
die_y_um=82.23
initial_core_util_pct=53.10
die_width_um=82.23
core_area_um2=6061
io_pins=175
die_area_um2=6761
num_rows=28

[final_timing]
worst_pin_slew_ns=0.6142
skew_ns=0.009615
finalSetupViolCount=0
max_freq_ghz=0.4016
rsz0062_at_grt=false
min_period_ns=2.490
maxSlewHeadroom_pct=58.99
tns_ns=0
final_min_period_over_clock_period_pct=71.14
slew_violations=0
finalHoldViolCount=0
hold_ws_ns=0.4867

[drt]
vias=2285
dr.pass1.iters=4
drt_iter0_markers=65
totalWireLength_um=7288
drc=0
viasPerCell=5.078
final_antenna_net_count=0
wl_per_cell_um=16.20
antenna_cells=0

[layout]
layout-drive-gt1-share_pct=18.67
final_area_um2=4850
ff_latch_area_um2=1853
syn_to_final_growth_pct=50.70
logic_area_um2=1192
fin_cells=450
num-fill-cells=388

[power]
leakage_nw=2.220
ir_worst_vdd_mv=0.3062
cellPowerDensity_nw_per_um2=354.1
p_total_mw=1.717

[run]
warning_count=27
drv_cap=0

[outcome]
outcome=complete, no violations

## logic make-up after synthesis
logic type,after synthesis
AND-OR/OR-AND,32
AND/OR/NAND/NOR,32
buffers and inverters,41
multiplexers,40
flip-flops,74
other,1
## state kept, by name (all words and copies together) (netlist names)
register,flops
dprio,4
apb_state,2
ctrl,32
conf_rdata,32
dprio_wstrb,4
## worst reg2reg max path: stages, from the launching register on
cell and delay, ns:
dfstp_2 0.59, and3_1 0.34, nand3b_1 0.16, nor3_4 0.39
mux2_2 0.39
## layer usage
metal	track usage [%]	wire (um)
met1	37.33	2914
met2	35.21	3424
met3	7.023	856
met4	2.807	93
met5	0	0
## how the worst max path moves through the flow
stage | from | end | slack [ns] | cells after the start
5_1_grt | conf_addr[17] | ctrl[14] | 0.88 | 5
4_1_cts | conf_addr[18] | ctrl[14] | 0.97 | 5
6_report | conf_addr[18] | ctrl[20] | 1.01 | 5
## final cells by class
class	instances	area share (%)
Clock buffer	12	2.993
Clock inverter	4	1.522
Inverter	6	0.4644
Multi-Input combinational cell	133	24.59
Sequential cell	74	38.21
Tap cell	75	1.935
Timing Repair Buffer	146	30.29
## cells in the final DEF, fill, tap and decap left out, drive strengths merged, types with 4 or more instances in the layout
cell and n:
a22o 28, clkbuf 12, clkdlybuf4s50 144, conb 29
dfrtp 73, inv 7, mux2 36, mux2i 4
nand3 4, nand3b 4, nor3 9, nor4 8
o32ai 4
## report_power, final
part           internal (mW)  switching (mW)
clock network          0.423           0.304
registers              0.857         0.00183
logic                 0.0808          0.0511
## through the flow
step	setup WS (ns)	util, %
3_3_place_gp	0.6350	76.40
2_1_floorplan	0.9200	-
6_report	1.010	80.02
3_5_place_dp	0.6156	76.40
5_1_grt	0.8758	80.02
4_1_cts	0.9713	80.02
